**flow/run.sh**
```bash
#!/bin/bash
# OpenROAD 26Q1-2900-gdf79404cd8, Yosys 0.63+post, stock flow scripts
make -C /OpenROAD-flow-scripts/flow DESIGN_CONFIG=/design/flow/config.mk WORK_HOME=/design/flow/orfs finish
```
**flow/config.mk**
```make
export PLATFORM = sky130hd
export DESIGN_NAME = mode_alarm
export DESIGN_NICKNAME = mode_alarm
export VERILOG_FILES = /design/flow/design.v
export SDC_FILE = /design/flow/constraint.sdc
export NUM_CORES = 4
export LEC_CHECK = 1
export CORE_UTILIZATION = 30
```
**flow/constraint.sdc**
```tcl
current_design mode_alarm

set clk_period 3.8
set clk_io_pct 0.2

create_clock -name clk0 -period $clk_period [get_ports {clk}]

set non_clock_inputs [all_inputs -no_clocks]
set_input_delay [expr $clk_period * $clk_io_pct] -clock clk0 $non_clock_inputs
set_output_delay [expr $clk_period * $clk_io_pct] -clock clk0 [all_outputs]
```
**flow/design.v**
```verilog
module mode_alarm(
	input							clk   ,        
	input							rst_n ,        
	input			[4:0]		   key,
	input			[3:0]			mode_set,
	input			[5:0]			mode_seg,
	input							set,
	input			[7:0]			state,
	input			[23:0]		clock_data,
	output		reg[19:0]		alarm_data_1,
	output		reg[19:0]		alarm_data_2,
	output		reg[3:0]			alarm_data_mode,
	output		[1:0]				alarm_up_clk
);
reg		[1:0]			alarm_make_t0	;
reg		[1:0]			alarm_make_t1	;
reg		[1:0]			alarm_make		;
always@(posedge clk)
begin
	alarm_make_t0[0] <= alarm_make[0]	;
	alarm_make_t1[0] <= alarm_make_t0[0];
	alarm_make_t0[1] <= alarm_make[1]	;
	alarm_make_t1[1] <= alarm_make_t0[1];
end
assign	alarm_up_clk[0] = ~alarm_make_t1[0]&alarm_make_t0[0];
assign	alarm_up_clk[1] = ~alarm_make_t1[1]&alarm_make_t0[1];
always@(posedge clk or negedge rst_n) 
begin
	if(!rst_n) 
	begin
		alarm_make[1:0] <= 2'b00;
	end
	else if(clock_data[23:0] == {alarm_data_1[15:0],8'd1})  
	begin
		if(alarm_data_1[19:16] == 4'd1)
		begin
			alarm_make[0] = 1'b1; 
		end
		else if(alarm_data_1[19:16] == 4'd2)
		begin
			alarm_make[1] = 1'b1; 
		end
	end
	else if(clock_data[23:0] == {alarm_data_2[15:0],8'd1})  
	begin
		if(alarm_data_2[19:16] == 4'd1)
		begin
			alarm_make[0] = 1'b1; 
		end
		else if(alarm_data_2[19:16] == 4'd2)
		begin
			alarm_make[1] = 1'b1; 
		end
	end
	else
		alarm_make = 2'b00;
end
always @(posedge	clk,negedge rst_n)
begin
	if(!rst_n)
		alarm_data_mode[3:0] <= 4'd1;
	else if(mode_set == 4'b1000)
	begin
		if(key[2]&set)
		begin
			if(~mode_seg[0])
			begin
				if(alarm_data_mode[3:0] < 4'd2)
					alarm_data_mode[3:0] <= alarm_data_mode[3:0] + 1'd1;
				else
					alarm_data_mode[3:0]<=4'd1;
			end
		end
		if(key[3]&set)
		begin
			if(~mode_seg[0])
			begin
				if(alarm_data_mode[3:0] > 4'd1)
					alarm_data_mode[3:0] <= alarm_data_mode[3:0] - 1'd1;
				else
					alarm_data_mode[3:0]<=4'd2;
			end
		end		
	end
end
always @(posedge	clk,negedge rst_n)
begin
	if(!rst_n)begin
		alarm_data_1[19:16] <= 4'd1;
		alarm_data_1[3:0]		<=4'd0;
		alarm_data_1[7:4]		<=4'd1;
		alarm_data_1[11:8]	<=4'd6;
		alarm_data_1[15:12]	<=4'd0;
	end
	else 
	begin
		if(mode_set[3]&set)
		begin
			if(key[2])
			begin
				if(alarm_data_mode[3:0] == 4'd1)
				begin
					if(~mode_seg[1])begin
						if(alarm_data_1[19:16] < 4'd2)
							alarm_data_1[19:16] <= alarm_data_1[19:16] +1'b1;
						else	
							alarm_data_1[19:16] <= 1'd0;
					end			
					else if(~mode_seg[2])begin
						if(alarm_data_1[3:0] < 4'd9)
							alarm_data_1[3:0] <= alarm_data_1[3:0] +1'b1;
						else	
							alarm_data_1[3:0] <= 1'd0;
					end
					else if(~mode_seg[3])begin
						if(alarm_data_1[7:4] < 3'd5)
							alarm_data_1[7:4] <= alarm_data_1[7:4] +1'b1;	
						else
							alarm_data_1[7:4] <= 1'd0;
					end
					else if(~mode_seg[4])begin
						if(alarm_data_1[11:8] < 2'd3)
							alarm_data_1[11:8] <= alarm_data_1[11:8] +1'b1;
						else	
							alarm_data_1[11:8] <= 1'd0;
					end
					else if(~mode_seg[5])begin
						if(alarm_data_1[15:12] < 2'd2)
							alarm_data_1[15:12] <= alarm_data_1[15:12] +1'b1;
						else
							alarm_data_1[15:12] <=1'd0;
					end
				end
			end
			else if(key[3])
			begin
				if(alarm_data_mode[3:0] == 4'd1)
				begin
					if(~mode_seg[1])begin
						if(alarm_data_1[19:16] > 1'd0)
							alarm_data_1[19:16] <= alarm_data_1[19:16] -1'b1;
						else	
							alarm_data_1[19:16] <= 4'd2;
					end
					else if(~mode_seg[2])begin
						if(alarm_data_1[3:0] > 1'd0)
							alarm_data_1[3:0] <= alarm_data_1[3:0] -1'b1;
						else	
							alarm_data_1[3:0] <= 4'd9;
					end
					else if(~mode_seg[3])begin
						if(alarm_data_1[7:4] > 1'd0)
							alarm_data_1[7:4] <= alarm_data_1[7:4] -1'b1;	
						else
							alarm_data_1[7:4] <= 3'd5;
					end
					else if(~mode_seg[4])begin
						if(alarm_data_1[11:8] > 1'd0)
							alarm_data_1[11:8] <= alarm_data_1[11:8] -1'b1;
						else	
							alarm_data_1[11:8] <= 2'd3;
					end
					else if(~mode_seg[5])begin
						if(alarm_data_1[15:12] > 1'd0)
							alarm_data_1[15:12] <= alarm_data_1[15:12]-1'b1;
						else
							alarm_data_1[15:12] <=2'd2;
					end
				end
			end
		end	
	end
end
always @(posedge	clk,negedge rst_n)
begin
	if(!rst_n)begin
		alarm_data_2[19:16] <= 4'd0;
		alarm_data_2[3:0]		<=4'd5;
		alarm_data_2[7:4]		<=4'd1;
		alarm_data_2[11:8]	<=4'd6;
		alarm_data_2[15:12]	<=4'd0;
	end
	else 
	begin
		if(mode_set[3]&set)
		begin
			if(key[2])
			begin
				if(alarm_data_mode[3:0] == 4'd2)
				begin
					if(~mode_seg[1])begin
						if(alarm_data_2[19:16] < 4'd2)
							alarm_data_2[19:16] <= alarm_data_2[19:16] +1'b1;
						else	
							alarm_data_2[19:16] <= 1'd0;
					end			
					else if(~mode_seg[2])begin
						if(alarm_data_2[3:0] < 4'd9)
							alarm_data_2[3:0] <= alarm_data_2[3:0] +1'b1;
						else	
							alarm_data_2[3:0] <= 1'd0;
					end
					else if(~mode_seg[3])begin
						if(alarm_data_2[7:4] < 3'd5)
							alarm_data_2[7:4] <= alarm_data_2[7:4] +1'b1;	
						else
							alarm_data_2[7:4] <= 1'd0;
					end
					else if(~mode_seg[4])begin
						if(alarm_data_2[11:8] < 2'd3)
							alarm_data_2[11:8] <= alarm_data_2[11:8] +1'b1;
						else	
							alarm_data_2[11:8] <= 1'd0;
					end
					else if(~mode_seg[5])begin
						if(alarm_data_2[15:12] < 2'd2)
							alarm_data_2[15:12] <= alarm_data_2[15:12] +1'b1;
						else
							alarm_data_2[15:12] <=1'd0;
					end
				end
			end
			else if(key[3])
			begin
				if(alarm_data_mode[3:0] == 4'd2)
				begin
					if(~mode_seg[1])begin
						if(alarm_data_2[19:16] > 1'd0)
							alarm_data_2[19:16] <= alarm_data_2[19:16] -1'b1;
						else	
							alarm_data_2[19:16] <= 4'd2;
					end
					else if(~mode_seg[2])begin
						if(alarm_data_2[3:0] > 1'd0)
							alarm_data_2[3:0] <= alarm_data_2[3:0] -1'b1;
						else	
							alarm_data_2[3:0] <= 4'd9;
					end
					else if(~mode_seg[3])begin
						if(alarm_data_2[7:4] > 1'd0)
							alarm_data_2[7:4] <= alarm_data_2[7:4] -1'b1;	
						else
							alarm_data_2[7:4] <= 3'd5;
					end
					else if(~mode_seg[4])begin
						if(alarm_data_2[11:8] > 1'd0)
							alarm_data_2[11:8] <= alarm_data_2[11:8] -1'b1;
						else	
							alarm_data_2[11:8] <= 2'd3;
					end
					else if(~mode_seg[5])begin
						if(alarm_data_2[15:12] > 1'd0)
							alarm_data_2[15:12] <= alarm_data_2[15:12]-1'b1;
						else
							alarm_data_2[15:12] <=2'd2;
					end
				end
			end
		end	
	end
end
endmodule
```
==> impl_metrics.tcl <==
# implementation run metrics
set metrics [dict create \
    cts_buffer_depth 2 \
    die_h_microns 116 \
    diodes 0 \
    skew_ns 0.00600 \
    antenna_found_initial 0 \
    ys_seq_share 0.322 \
    fp-utilization 0.306 \
    syn_avg_cell_area_sq_um 8.32 \
    wire_per_inst_microns 14.0 \
    drv_slew 0 \
    worst_slew_pin_slew_ns 0.670 \
    ys.flops 50 \
    gp_congestion 0.879 \
    die_w_microns 116 \
    grt_pass1_wl_microns 16000 \
    clk_pin_slew_ns 0.07 \
    leakage_uw 0.00195 \
    ant_nets 0 \
    final_critical_path_setup_slack_ns 1.36 \
    finalWirelength_microns 9930 \
    ys_warn_count 1 \
    cp_max_fo 9 \
    status "completed" \
    dp_hpwl_microns 7340 \
    critPathLaunchType "input port" \
    hp-class "reg -> reg" \
    openroad.warnings 54 \
    rsz0062_at_grt "no" \
    post_cts_resized 0 \
    finalCritPeriodShare 0.641 \
    stdcell_area_sq_mm 0.00501 \
    viasPerCell 5.08 \
    dieArea_sq_mm 0.0133 \
    rows 41 \
    edf_count 0 \
    grt_pass1_vias 3168 \
    power_density_mw_per_mm2 360 \
    critPathArrivalTime_ns 2.63 \
    async_flop_share 0.920 \
    synth_cells 465 \
    io_pins 96 \
    max_freq_mhz 410 \
    post_cts_buffers 0 \
    cap_violations 0 \
    final-hold-violation-count 0 \
    detailed_place.area_sq_mm 0.00484 \
    synth_area_sq_mm 0.00387 \
    dp_slack_ns 1.05 \
    drive_gt1_frac 0.0653 \
    lay_top_cells "82 x clkdlybuf4s50_1, 36 x a21oi_1, 36 x dfrtp_1, 35 x inv_1, 34 x nor2_1" \
    firstDrtPassIters 4 \
    finalSetupViolations 0 \
    layoutNonFillerInstCount 708 \
    clk-insertion-delay-late_ns 0.29 \
    cts-buffers-inserted 5 \
    vias 3596 \
    core_area_sq_mm 0.0126 \
    ys_chip_area_sq_mm 0.00387 \
    grt_max_degree 56 \
    ir_worst_vdd_uv 277 \
    drc_errors 0 \
    synth_top_flop_cell "dfrtp_1" \
    cts_hold_buffers 0 \
    cts_tree "built" \
    dp_cells 700 \
    yosysUniqueCellTypes 57 \
    required_ns 3.99 \
    grt.total_usage 0.154 \
    grt-ovfl-total 0 \
    numPortBuffers 84 \
    fillers 1236 \
    areaGrowthSynthToFinish_pct 29.6 \
    first_iter_violations 179 \
    relSlewSlack 0.551 \
    clock-sinks 50 \
    final_common_cell "clkdlybuf4s50_1" \
    cp-end-kind "flip-flop" \
    root_buffer "clkbuf_16" \
    post-route-util 0.397 \
    ys_cells 465 \
    cts_max_level 2 \
    path_class "in -> reg" \
    fin_crit_ns 2.44 \
    fin_setup_tns_ns 0 \
]
## per-stage QoR
stage | total power [uW] | hold slack (ns)
after floorplan | 1030 | 0.324
after global placement | 1280 | 0.334
after detailed placement | 1290 | 0.335
after CTS | 1820 | 0.351
after global routing | 1930 | 0.359
final | 1810 | 0.348
## layer usage
| layer | track usage | wire length [microns] | vias to the layer above |
|---|---|---|---|
| met1 | 0.241 | 4820 | 1649 |
| met4 | 0.0156 | 96 | 0 |
| met2 | 0.240 | 4470 | 100 |
| li1 | - | - | 1840 |
| met3 | 0.0170 | 551 | 7 |
| met5 | 0 | 0 | - |
## power breakdown
group | internal [uW] | leakage (uW) | switching (uW) | total, uW
clock network | 311 | 0.0000760 | 213 | 524
registers | 601 | 0.000571 | 130 | 730
logic | 308 | 0.00131 | 243 | 551
total | 1220 | 0.00195 | 586 | 1810
## worst paths after layout
| path | from | end | slack, ns | cells after the start |
|---|---|---|---|---|
| setup / recovery | set | alarm_data_2[2] | 1.36 | 6 |
| hold / removal | alarm_make_t0[0] | alarm_make_t1[0] | 0.35 | 0 |
| setup reg to reg | alarm_data_mode[1] | alarm_data_2[2] | 1.67 | 6 |
| hold reg to reg | alarm_make_t0[0] | alarm_make_t1[0] | 0.35 | 0 |
| max in group asynchronous | rst_n | alarm_data_1[1] | 2.80 | 2 |
| min in group asynchronous | rst_n | alarm_data_1[19] | 0.57 | 2 |
## worst max-delay path, stage by stage
cell and delay (ns):
clkdlybuf4s50_1 0.55, o2111ai_2 0.27, nor3_2 0.62, o31ai_1 0.16, a32oi_1 0.16, o21ai_0 0.10
## cell usage after synthesis (5+ instances only)
cell type | count | share of area
nor2_1 | 34 | 0.033
o31ai_1 | 7 | 0.014
nand3_1 | 17 | 0.022
nor4_1 | 13 | 0.021
xnor2_1 | 13 | 0.029
a31oi_1 | 13 | 0.021
nor3_1 | 17 | 0.022
nor2b_1 | 9 | 0.015
xor2_1 | 20 | 0.045
nand2_1 | 25 | 0.024
dfrtp_1 | 36 | 0.23
or3_1 | 5 | 0.0081
clkbuf_1 | 22 | 0.021
dfstp_2 | 10 | 0.068
nand3b_1 | 5 | 0.0097
o211ai_1 | 5 | 0.0097
o22ai_1 | 5 | 0.0081
a21oi_1 | 36 | 0.047
inv_1 | 35 | 0.034
nand4_1 | 8 | 0.013
ha_1 | 29 | 0.094
o21ai_0 | 32 | 0.041
o221ai_1 | 6 | 0.014
## state kept, by name, summed over array words and instances, names as in the netlist
| register | cells |
|---|---|
| alarm_data_1 | 20 |
| alarm_data_2 | 20 |
| alarm_data_mode | 4 |
| alarm_make | 2 |
| alarm_make_t0 | 2 |
| alarm_make_t1 | 2 |
## kinds of logic (layout without fill, tap and decap cells)
group	after synthesis	count (layout)	share of synthesized area
flops	50	50	0.322
xor+xnor	33	33	0.0747
buf+inv	60	131	0.0589
mux	4	4	0.0107
simple gates	160	160	0.229
fa+ha+maj	29	29	0.0938
compound gates	129	129	0.211
## layout make-up
class | count | area, sq um | area share
clock buffer | 5 | 125 | 0.0250
clock inverter | 3 | 45.0 | 0.00898
inverter | 36 | 135 | 0.0270
multi-input combinational | 355 | 2400 | 0.478
sequential | 50 | 1240 | 0.248
tap | 172 | 215 | 0.0429
timing repair buffer | 87 | 853 | 0.170
Power is estimated from default activity; no workload was simulated.
