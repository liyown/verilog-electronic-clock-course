==> /design/flow/design.v <==
module seg_led(
	input							clk   ,        
	input							rst_n ,        
	input			[5:0]					mode_seg,
	input			[3:0]					mode_set,
	input									flag_s,
	input			[23:0]				clock_data,  			 
	input			[23:0]				watch_data,
	input			[23:0]				date_data,
	input			[19:0]		alarm_data_1,
	input			[19:0]		alarm_data_2,
	input			[3:0]			alarm_data_mode,
	output		reg[5:0]			seg_sel,		 
	output		reg[7:0]			seg_led,		 
	output		reg[3:0]			led
);
localparam	MAX_NUM	  = 23'd5000;    
reg		[3:0]					clk_cnt;       
reg		[22:0]				cnt0;
reg		[23:0]				num;			   
reg								flag;			   
reg		[2:0]					cnt_sel;		   
reg      [3:0]             num_disp;	   
reg								dot_disp;      
always@(posedge clk or negedge rst_n) begin
	if(!rst_n)begin
		num <= 24'b0;
	end
	else if(mode_set == 4'b0001)
	begin
		led <= 4'b0001;
		num[23:20] <= clock_data[23:20];
		num[19:16] <= clock_data[19:16];
		num[15:12] <= clock_data[15:12];
		num[11:8]  <= clock_data[11:8];
		num[7:4]   <= clock_data[7:4];
		num[3:0]   <= clock_data[3:0];
	end
	else if(mode_set == 4'b0010)
	begin
		led <= 4'b0010;
		num[23:20] <= date_data[23:16]/8'd10;
		num[19:16] <= date_data[23:16]%8'd10;
		num[15:12] <= date_data[15:8]/8'd10;
		num[11:8]  <= date_data[15:8]%8'd10;
		num[7:4]   <= date_data[7:0]/8'd10;
		num[3:0]   <= date_data[7:0]%8'd10;
	end
	else if(mode_set == 4'b0100)
	begin
		led <= 4'b0100;
		num[23:20] <= watch_data[23:20];
		num[19:16] <= watch_data[19:16];
		num[15:12] <= watch_data[15:12];
		num[11:8]  <= watch_data[11:8];
		num[7:4]   <= watch_data[7:4];
		num[3:0]   <= watch_data[3:0];
	end
	else if(mode_set == 4'b1000)
	begin
		led <= 4'b1000;
		if(alarm_data_mode[3:0] == 4'd1)
		begin
			num[23:20] <= alarm_data_1[15:12];
			num[19:16] <= alarm_data_1[11:8];
			num[15:12] <= alarm_data_1[7:4];
			num[11:8]  <= alarm_data_1[3:0];
			num[7:4]   <= alarm_data_1[19:16];
			num[3:0]   <= alarm_data_mode[3:0];
		end
		if(alarm_data_mode[3:0] == 4'd2)
		begin
			num[23:20] <= alarm_data_2[15:12];
			num[19:16] <= alarm_data_2[11:8];
			num[15:12] <= alarm_data_2[7:4];
			num[11:8]  <= alarm_data_2[3:0];
			num[7:4]   <= alarm_data_2[19:16];
			num[3:0]   <= alarm_data_mode[3:0];
		end
	end
end
always@(posedge clk or negedge rst_n) begin
	if(!rst_n) begin
		cnt0 <= 23'b0;
		flag <= 1'b0;
	end
	else if(cnt0 < MAX_NUM - 1'b1) begin
		cnt0 <= cnt0 + 1'b1;
		flag <= 1'b0;
	end
	else begin
		cnt0 <= 23'b0;
		flag <= 1'b1;
	end
end
reg 				dri_clk;
always @(posedge clk or negedge rst_n) begin
   if(!rst_n) begin
       clk_cnt <= 4'd0;
       dri_clk <= 1'b1;
   end
   else if(clk_cnt == 4'b10/2 - 1'd1) begin
       clk_cnt <= 4'd0;
       dri_clk <= ~dri_clk;
   end
   else begin
       clk_cnt <= clk_cnt + 1'b1;
       dri_clk <= dri_clk;
   end
end
always @ (posedge dri_clk or negedge rst_n) begin
    if (rst_n == 1'b0)
        cnt_sel <= 3'b0;
    else if(flag) begin
        if(cnt_sel < 3'd5)
            cnt_sel <= cnt_sel + 1'b1;
        else
            cnt_sel <= 3'b0;
    end
    else
        cnt_sel <= cnt_sel;
end
always@(posedge clk or negedge rst_n)
begin
	if(!rst_n) 
	begin
		seg_sel  <= 6'b111111;            
		num_disp <= 4'b0; 
		dot_disp <= 1'b1;                 
	end
	else 
	begin
		case (cnt_sel)
			3'd0 :begin
				if(flag_s||mode_seg[0])
				begin
					seg_sel  <= 6'b111110;    
					num_disp <= num[3:0];    
					dot_disp <= 1'b1;
				end
				else seg_sel  <= 6'b111111;
			end
			3'd1 :begin
				if(flag_s||mode_seg[1])
				begin
					seg_sel  <= 6'b111101;   
					num_disp <= num[7:4];    
					dot_disp <= 1'b1;
				end
				else seg_sel  <= 6'b111111;
			end
			3'd2 :begin
				if(flag_s||mode_seg[2])
				begin
					seg_sel  <= 6'b111011;   
					num_disp <= num[11:8];    
					dot_disp <= 1'b0;
				end
				else
				begin
					seg_sel  <= 6'b111011;
					num_disp <= 8'd10;
					dot_disp <= 1'b0;
				end
			end
			3'd3 :begin
				if(flag_s||mode_seg[3])
				begin
					seg_sel  <= 6'b110111;   
					num_disp <= num[15:12];    
					dot_disp <= 1'b1;
				end
				else seg_sel  <= 6'b111111;
			end
			3'd4 :begin
				if(flag_s||mode_seg[4])
				begin
					seg_sel  <= 6'b101111;   
					num_disp <= num[19:16];    
					dot_disp <= 1'b0;
				end
				else
				begin
					seg_sel  <= 6'b101111;
					num_disp <= 8'd10;
					dot_disp <= 1'b0;
				end
			end
			3'd5 :begin
				if(flag_s||mode_seg[5])
				begin
					seg_sel  <= 6'b011111;   
					num_disp <= num[23:20];    
					dot_disp <= 1'b1;
				end 
				else seg_sel  <= 6'b111111;
			end
			default :begin
			  seg_sel  <= 6'b111111;
			  num_disp <= 4'b0;
			  dot_disp <= 1'b1;
			end
		endcase
	end
end
always @ (posedge clk or negedge rst_n) begin
    if (!rst_n)begin
        seg_led <= 8'hc0;
	 end 
    else begin
        case (num_disp)
            4'd0 : seg_led <= {dot_disp,7'b1000000};  
            4'd1 : seg_led <= {dot_disp,7'b1111001};  
            4'd2 : seg_led <= {dot_disp,7'b0100100};  
            4'd3 : seg_led <= {dot_disp,7'b0110000};  
            4'd4 : seg_led <= {dot_disp,7'b0011001};  
            4'd5 : seg_led <= {dot_disp,7'b0010010};  
            4'd6 : seg_led <= {dot_disp,7'b0000010};  
            4'd7 : seg_led <= {dot_disp,7'b1111000};  
            4'd8 : seg_led <= {dot_disp,7'b0000000};  
            4'd9 : seg_led <= {dot_disp,7'b0010000};  
				4'd10: seg_led <= {dot_disp,7'b1111111};  
            default: 
						 seg_led <= {dot_disp,7'b1000000};
        endcase
    end
end
endmodule
==> /design/flow/run.sh <==
#!/bin/bash
# OpenROAD 26Q1-2900-gdf79404cd8, Yosys 0.63+post, stock flow scripts
make -C /OpenROAD-flow-scripts/flow DESIGN_CONFIG=/design/flow/config.mk WORK_HOME=/design/flow/orfs finish
==> /design/flow/config.mk <==
export PLATFORM = sky130hd
export DESIGN_NAME = seg_led
export DESIGN_NICKNAME = seg_led
export VERILOG_FILES = /design/flow/design.v
export SDC_FILE = /design/flow/constraint.sdc
export NUM_CORES = 4
export LEC_CHECK = 1
export CORE_UTILIZATION = 40
==> /design/flow/constraint.sdc <==
current_design seg_led

set clk_period 3.5
set clk_io_pct 0.2

create_clock -name clk0 -period $clk_period [get_ports {clk}]

set non_clock_inputs [all_inputs -no_clocks]
set_input_delay [expr $clk_period * $clk_io_pct] -clock clk0 $non_clock_inputs
set_output_delay [expr $clk_period * $clk_io_pct] -clock clk0 [all_outputs]
==> results.json <==
{
  "cts-hold-fix-buffers": 0,
  "multi_input_comb_area_sq_um": 3540,
  "outcome": "complete, no violations",
  "unconstrained_endpoints": 5,
  "detailroute.via_count": 5731,
  "detail_route.antenna_diodes": 0,
  "clock_period_minus_final_worst_setup_slack_ns": 3.01,
  "synthesis.area_per_instance_sq_um": 8.28,
  "clk-insertion-delay-late_ns": 0.34,
  "hold_path_end": "seg_led[7]$_DFF_PN1_",
  "cts-htree-levels": 3,
  "tns_ns": 0,
  "worst-setup-path-type": "primary input to register",
  "async_flop_share_pct": 94.9,
  "grt_resource_usage_total_pct": 23.9,
  "placedCellCount": 1008,
  "place_area_sq_um": 7500,
  "cp_max_fo": 12,
  "fmaxAchievable_ghz": 0.332,
  "finalHoldViolations": 0,
  "chip_area_sq_um": 15100,
  "die-height_um": 123,
  "fp_util_pct": 41.6,
  "vdd_ir_drop_max_mv": 0.193,
  "antenna_violations_before_repair": 1,
  "warning_count": 29,
  "worst_setup_path_startpoint": "date_data[10]",
  "met3_usage_pct": 3.75,
  "io_buffer_count": 146,
  "ys_ff": 79,
  "power.static_leakage_nw": 3.01,
  "met2_usage_pct": 38.4,
  "holdPathStages": 0,
  "synth_cell_type_count": 81,
  "crit_arrival_ns": 3.20,
  "final_design_area_no_fill_sq_um": 7810,
  "crit_required_ns": 3.69,
  "num-fill-cells": 1192,
  "vias_per_cell": 5.60,
  "worstMarginPinSlew_ns": 0.684,
  "setup_viol_count_final": 0,
  "sort_of_element_at_the_start_of_the_critical_path": "primary input",
  "critical_path.endpoint_type": "register",
  "drt.antenna.violating_nets": 0,
  "drive_gt1_share_pct": 9.00,
  "timing.hold.worst.class": "register to register",
  "slew_headroom_pct": 54.4,
  "dominantRegCellSynth": "dfrtp_1",
  "die-width_um": 123,
  "post-dp-hpwl_um": 13500,
  "detailedRoute.firstPassIterationCount": 5,
  "tritoncts_clock_tree": "yes",
  "top_usage_layer": "met2",
  "post_cts_resized": 0,
  "reg2reg_to": "cnt0[3]$_DFF_PN0_",
  "rsz_0062_raised_after_global_routing": "no",
  "regToRegStartpoint": "cnt0[22]$_DFF_PN0_",
  "postSynthCellCount": 705,
  "grt_start_max_net_pins": 48,
  "power_density_nw_per_um2": 340,
  "route.detailed.wl_per_inst_um": 16.8,
  "clockBufferDepth": 2,
  "residual_drc": 0,
  "met1_usage_pct": 35.0,
  "finish.cell_count_without_fillers": 1024,
  "hold_start": "dot_disp$_DFFE_PN1P_",
  "grt_remaining_overflow": 0,
  "report.final.slew_viol_count": 0,
  "ys_seq_share_pct": 34.4,
  "placeableCoreArea_sq_um": 14000,
  "postCtsSetupRepairBufs": 0,
  "grt_pass1_vias": 5482,
  "syn2layout_area_growth_pct": 33.7,
  "finClkSkew_ns": 0.00718,
  "clkTransAtPathRegs_ns": 0.06,
  "edf_count": 4,
  "yosysWarnings": 1,
  "grt_pass1_wl_um": 27400,
  "area_of_the_synthesized_netlist_per_yosys_stat_sq_um": 5840,
  "drtIter0Drc": 391,
  "r2r_setup_slack_ns": 1.68,
  "clock_tree.root_cell": "clkbuf_16",
  "post-route-util_pct": 55.6,
  "pin_count": 147,
  "worst-r2r-cell-count": 5,
  "rows": 43,
  "ys_cells": 705,
  "unclocked_pins": 3,
  "min_period_over_period_pct": 86.1,
  "synth_area_sq_um": 5840,
  "globalplace.congestion": 0.971,
  "max_cap_violations": 0,
  "cts_inserted_buffers": 9,
  "regArea_sq_um": 2010,
  "wire_length_reported_by_the_detailed_router_um": 17200
}
-- routing by layer --
metal  vias up  part of all wire [%]
met1      2672                    45
met2       190                    47
li1       2847                     -
met4         2                   1.8
met3        20                   6.9
met5         -                 0.076
-- synthesized netlist by cell type (4+ instances only) --
library cell	instances	area share, %
buf_1	5	0.32
a211oi_1	15	1.9
o211ai_1	13	1.7
nand3_1	20	1.7
nor3b_1	6	0.77
o21ai_0	47	4.0
nor2_1	84	5.4
nor4bb_1	4	0.69
dfstp_2	10	4.5
or3_1	5	0.54
clkbuf_1	35	2.2
buf_2	11	0.94
nor2b_1	17	1.8
xnor2_1	15	2.2
xor2_1	15	2.2
a22oi_1	6	0.77
edfxtp_1	4	2.1
o221ai_1	7	1.0
nand3b_1	6	0.77
nor3_1	14	1.2
mux2i_1	24	4.1
a21oi_1	42	3.6
inv_1	22	1.4
mux2_2	11	2.1
o22ai_1	9	0.96
dfrtp_1	65	28
a222oi_1	9	1.5
nand2b_1	14	1.5
nand2_1	57	3.7
a31oi_1	12	1.3
ha_1	8	1.7
o2111ai_1	8	1.2
a21o_1	5	0.64
-- flip-flops by register name, indices dropped and copies added, names as in the netlist --
| signal | count |
|---|---|
| seg_led | 8 |
| led | 4 |
| cnt0 | 23 |
| dot_disp | 1 |
| cnt_sel | 3 |
| num | 24 |
| flag | 1 |
| dri_clk | 1 |
| clk_cnt | 4 |
| seg_sel | 6 |
| num_disp | 4 |
-- report_power, final --
| group | switching (mW) | total (mW) | internal (mW) | leakage (nW) |
|---|---|---|---|---|
| Combinational | 0.317 | 0.672 | 0.355 | 1.93 |
| Clock | 0.380 | 0.941 | 0.562 | 0.143 |
| Sequential | 0.0622 | 1.04 | 0.978 | 0.939 |
| Total | 0.759 | 2.65 | 1.89 | 3.01 |
-- layout make-up --
type	instances	share of cell area, %
multi-input combinational	556	45.4
sequential	79	25.7
timing repair buffer	168	20.9
clock buffer	9	2.88
tap	180	2.88
inverter	25	1.20
clock inverter	7	1.03
-- placed cells by master (no fill, tap or decap), types with 20 or more instances in the layout --
cell	n
nand3_1	20
buf_4	21
mux2i_1	24
o21ai_0	47
dfrtp_1	65
nand2_1	57
clkdlybuf4s50_1	145
inv_1	22
a21oi_1	42
nor2_1	84
-- logic make-up (layout without fill, tap and decap cells) --
family                   after synthesis  count (layout)  synth area share [%]
other                                  1              10                0.0642
AND-OR/OR-AND                        212             212                  24.9
buffers and inverters                 79             209                  5.63
XOR/XNOR                              30              30                  4.50
AND/OR/NAND/NOR                      261             261                  22.5
multiplexers                          35              35                  6.23
flip-flops                            79              79                  34.4
adder cells (fa/ha/maj)                8               8                  1.71
-- worst max-delay path by stage --
stage                            endpoint  slack, ns  cells past startpoint
after global routing  num[12]$_DFFE_PN0P_       0.32                      8
final                 num[12]$_DFFE_PN0P_       0.49                      8
after CTS             num[12]$_DFFE_PN0P_       0.55                      8
-- stage by stage --
stage	power, mW	hold slack (ns)	setup slack [ns]
after floorplan	1.40	0.354	1.12
after global placement	1.72	0.357	0.299
after detailed placement	1.72	0.360	0.201
after CTS	2.67	0.368	0.553
after global routing	2.80	0.375	0.320
final	2.65	0.368	0.488
-- worst max-delay path, cell delays in order --
cell,delay (ns)
clkdlybuf4s50_1,0.74
nor2b_1,0.34
mux2i_1,0.22
o21ai_0,0.12
a221oi_2,0.41
nor2_1,0.09
o31ai_1,0.42
a31oi_1,0.16
Power is estimated from default activity; no workload was simulated.
