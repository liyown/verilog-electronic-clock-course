==> ./design.v <==
module alarm(	
			input						clk 	,
			input						rst_n	,
			input		[4:0]			key	,
			input		[1:0]			alarm_up_clk,
			input		[23:0]		clock_data,
			output					beer
);
localparam 	L_1=17'd95420,
				L_2=17'd85324,
				L_3=17'd75987,
				L_4=17'd71633,
				L_5=17'd63775,
				L_6=17'd56818,
				L_7=17'd50607,
				M_1=17'd47801,
				M_2=17'd42662,
				M_3=17'd37993,
				M_4=17'd35868,
				M_5=17'd31928,
				M_6=17'd28441,
				M_7=17'd25329,
				H_1=17'd23923,
				H_2=17'd21349,
				H_3=17'd18996,
				H_4=17'd17946,
				H_5=17'd15994,
				H_6=17'd14245,
				H_7=17'd12683,
				O	 =17'd0	 ;
 reg flag_en_1,flag_en_2,flag_en_key;
 reg	[24:0]	state_key	;
 reg	 [7:0] 	state			;
 reg	[3:0]	clock_data_t;
 reg	flag_en_1_re,flag_en_2_re;
 always@(posedge clk, negedge rst_n) begin
	  if(!rst_n)
	  begin
			flag_en_1 <= 1'b0;
			flag_en_2 <= 1'b0;
			flag_en_key <= 1'b0;
	  end
	  else if(alarm_up_clk[0])   
			flag_en_1 <= 1'b1;
	  else if(alarm_up_clk[1])   
			flag_en_2 <= 1'b1;
	  else if(key)
	  begin
			  flag_en_key <= 1'b1;
			  if(key[2]&(flag_en_1|flag_en_2))
			  begin
					 flag_en_1 <= 1'b0;
					 flag_en_2 <= 1'b0;
					 flag_en_1_re <= 1'b0;
					 flag_en_2_re <= 1'b0;
					 clock_data_t <= 4'd0;
			  end
			  else if(key[3]&flag_en_1 == 1'b1)
			  begin
					flag_en_1 <= 1'b0;
					flag_en_1_re <= 1'b1;
					clock_data_t <= clock_data[11:8];
			  end
			  else if(key[3]&flag_en_2 == 1'b1)
			  begin
					flag_en_2 <= 1'b0;
					flag_en_2_re <= 1'b1;
					clock_data_t <= clock_data[11:8];
			  end
	  end
	  else if((clock_data[11:8] - clock_data_t == 4'd5||clock_data_t - clock_data[11:8]==4'd5)&flag_en_1_re == 1'b1)
	  begin
			flag_en_1 <= 1'b1;
	  end
	  else if((clock_data[11:8] - clock_data_t == 4'd5||clock_data_t - clock_data[11:8]==4'd5)&flag_en_2_re == 1'b1)
	  begin
			flag_en_2 <= 1'b1;
	  end
	  else if(flag_en_1&flag_en_2)
		begin
				flag_en_2 <= 1'b0;
				flag_en_1 <= 1'b1;
		end
	  else if(state_key == 25'd6999999)
			flag_en_key <= 1'b0;
	  else
	  begin
			clock_data_t <= clock_data_t;
			flag_en_key <= flag_en_key;
			flag_en_1 <= flag_en_1;
			flag_en_2 <= flag_en_2;
	  end
 end 
 reg beep_r;    
 reg [16:0] count, pitch;			 
 reg [23:0] count1;					 
reg	[26:0] TIME;   
 assign beer = beep_r;
 always@(posedge clk, negedge rst_n) begin
	  if(!rst_n) begin
			count <= 17'h0;
			beep_r <= 1'b0;
	  end 
	  else if(flag_en_1|flag_en_2) begin
			count <= count + 1'b1;
			if(count == pitch) begin
				 count <= 17'h0;
				 beep_r <= !beep_r;
			end 
	  end
	  else if(flag_en_key)
	  begin
			state_key <= state_key + 1'b1;
			begin
				count <= count +1'b1;
				if(count == M_3)
				begin	
					 count <= 17'h0;
					 beep_r <= !beep_r;
				end
		   end
			if(state_key == 25'd6999999)
				state_key <= 25'd0;
	  end
	  else begin
			count <= 17'h0;
			beep_r <= 1'b0;            
	  end 
 end 
 always@(posedge clk, negedge rst_n) begin
	  if(!rst_n) begin
			count1 <= 24'd0;
			state <= 8'd0;
	  end
	  else if(flag_en_1|flag_en_2) begin
			if(count1 < TIME) 
				 count1 <= count1 + 1'b1;
			else begin
				 count1 <= 24'd0;
				 if(state == 8'd65)
					  state <= 8'd0;
				 else
					  state <= state + 1'b1;        
			end         
	  end 
	  else begin
			count1 <= 24'd0;
			state <= 8'd0;
	  end            
 end 
 always@(posedge	clk) 
 begin
	 if(flag_en_1)
	 begin
		  TIME <= 26'd12000000;
		  case(state)
				8'd0		:	pitch =M_1;
				8'd1		:	pitch =H_1;
				8'd2		:	pitch =M_7;
				8'd3		:	pitch =M_5;
				8'd4		:	pitch =M_2;
				8'd5		:	pitch =M_2;
				8'd6		:	pitch =M_2;
				8'd7		:	pitch =M_3;
				8'd8		:	pitch =M_3;
				8'd9		:	pitch =M_3;
				8'd10		:	pitch =	O;
				8'd11		:	pitch =M_1;
				8'd12		:	pitch =H_1;
				8'd13		:	pitch =M_7;
				8'd14		:	pitch =M_5;
				8'd15		:	pitch =M_2;
				8'd16		:	pitch =M_2;
				8'd17		:	pitch =M_2;
				8'd18		:	pitch =M_2;
				8'd19		:	pitch =M_1;
				8'd20		:	pitch =M_2;
				8'd21		:	pitch =M_5;
				8'd22		:	pitch =M_5;
				8'd23		:	pitch =M_3;
				8'd24		:	pitch =M_3;
				8'd25		:	pitch =M_3;
				8'd26		:	pitch =O;	
				8'd27		:	pitch =L_6;
				8'd28		:	pitch =L_6;
				8'd29		:	pitch =L_7;
				8'd30		:	pitch =M_1;
				8'd31		:	pitch =M_3;
				8'd32		:	pitch =M_6;
				8'd33		:	pitch =M_6;
				8'd34		:	pitch =O;
				8'd35		:	pitch =L_6;
				8'd36 	:	pitch =L_6;
				8'd37		:	pitch =L_7;
				8'd38		:	pitch =M_1;
				8'd39		:	pitch =M_3;
				8'd40		:	pitch =M_5;
				8'd41		:	pitch =M_5; 
				8'd42		:	pitch =O;
				8'd43		:	pitch =L_5;
				8'd44		:	pitch =L_6;
				8'd45		:	pitch =L_7;
				8'd46		:	pitch =M_1;
				8'd47		:	pitch =M_3;
				8'd48		:	pitch =M_6;
				8'd49		:	pitch =M_5;
				8'd50		:	pitch =M_6;
				8'd51 	:	pitch =M_7;
				8'd52		:	pitch =H_1;
				8'd53		:	pitch =M_7;
				8'd54		:	pitch =H_1;
				8'd55		:	pitch =H_2;
				8'd56		:	pitch =M_7;	
				8'd57		:	pitch =M_7;
				8'd58		:	pitch =M_7;
				8'd59		:	pitch = O ;
				default	:	pitch = 17'hxxxxx; 
		  endcase
	 end
	 else if(flag_en_2)
	 begin
		  TIME <= 26'd9000000;
		  case(state)
				8'd0		: pitch = H_1;
				8'd1		: pitch = H_1;
				8'd2		: pitch = O;
				8'd3		: pitch = H_1;
				8'd4		: pitch = H_1;
				8'd5		: pitch = O;
				8'd6		: pitch = H_1;		  
				8'd7		: pitch = H_1;	
				8'd8		: pitch = O;	
				8'd9		: pitch = M_3;					
				8'd10		: pitch = M_4;					
				8'd11		: pitch = M_5;					
				8'd12		: pitch = M_6;
				8'd13		: pitch = M_5;				
				8'd14		: pitch = M_3;
				8'd15		: pitch = M_5;
				8'd16		: pitch = M_5;
				8'd17	   : pitch = H_1;
				8'd18    : pitch = H_2;
				8'd19    : pitch = H_3;
				8'd20    : pitch = H_3;
				8'd21    : pitch = H_3;
				8'd22    : pitch = H_3;
				8'd23    : pitch = H_3;
				8'd24    : pitch = H_3;
				8'd25 	: pitch = H_1;
				8'd26 	: pitch = H_2;
				8'd27 	: pitch = H_3;
				8'd28 	: pitch = H_2;
				8'd29 	: pitch = H_2;
				8'd30 	: pitch = H_1;
				8'd31 	: pitch = H_2;
				8'd32 	: pitch = H_2;
				8'd33 	: pitch = H_3;
				8'd34 	: pitch = H_2;
				8'd35		: pitch = H_1;
				8'd36		: pitch = H_1;
				8'd37		: pitch = H_1;
				8'd38		: pitch = H_1;
				8'd39 	: pitch = H_1;		  
				8'd40		: pitch = H_1;	
				8'd41		: pitch = M_3;					
				8'd42		: pitch = M_4;					
				8'd43		: pitch = M_5;					
				8'd44		: pitch = M_6;
				8'd45		: pitch = M_5;				
				8'd46		: pitch = M_3;
				8'd47		: pitch = M_5;
				8'd48		: pitch = M_5;
				8'd49	   : pitch = H_1;
				8'd50    : pitch = H_2;
				8'd51		: pitch = H_3;
				8'd52		: pitch = H_3;
				8'd53		: pitch = H_3;
				8'd54		: pitch = H_3;
				8'd55		: pitch = O;
				8'd56		: pitch = H_2;
				8'd57		: pitch = H_2;
				8'd58		: pitch = H_2;
				8'd59		: pitch = H_2;
				8'd60		: pitch = O;
				8'd61		: pitch = H_1;
				8'd62		: pitch = H_1;
				8'd63		: pitch = H_1;
				8'd64		: pitch = H_1;
				8'd65    : pitch = O;
				default:                     pitch = 17'hxxxxx; 
		  endcase
	 end
 end 
endmodule 
==> ./run.sh <==
#!/bin/bash
# OpenROAD 26Q1-2900-gdf79404cd8, Yosys 0.63+post, stock flow scripts
make -C /OpenROAD-flow-scripts/flow DESIGN_CONFIG=/design/flow/config.mk WORK_HOME=/design/flow/orfs finish
==> ./config.mk <==
export PLATFORM = sky130hd
export DESIGN_NAME = alarm
export DESIGN_NICKNAME = alarm
export VERILOG_FILES = /design/flow/design.v
export SDC_FILE = /design/flow/constraint.sdc
export NUM_CORES = 4
export LEC_CHECK = 1
export CORE_UTILIZATION = 30
==> ./constraint.sdc <==
current_design alarm

set clk_period 4.4
set clk_io_pct 0.2

create_clock -name clk0 -period $clk_period [get_ports {clk}]

set non_clock_inputs [all_inputs -no_clocks]
set_input_delay [expr $clk_period * $clk_io_pct] -clock clk0 $non_clock_inputs
set_output_delay [expr $clk_period * $clk_io_pct] -clock clk0 [all_outputs]
==> reports/qor.csv <==
metric,value,unit
max_slew headroom,0.446,
WP data arrival,3.17,ns
# Cells Yosys,876,
kind of critical path,reg2reg,
VDD IR-drop max,0.306,mV
setup TNS,0,ns
Post-Syn Instances,876,
slowest CP cell,ha_1,
status,"complete, no violations",
fin area,8270,µm²
via count,6386,
sequential share of the synthesized area,0.367,
Max stage delay on crit path,0.61,ns
worst-path cell chain,inv_1 > ha_1 > inv_1 > ha_1 > o21ba_2 > a311oi_1 > o21ai_0 > o311ai_0 > o21ai_0,
htree depth,3,
Tightest Pin Transition,0.829,ns
MaxCap Viol Count,0,
YS chip area,7570,µm²
syn avg cell area,8.64,µm²
top_reg_cell synth,dfrtp_1,
die height,161,µm
First-pass DRT Iterations,5,
final worst slack,1.30,ns
crit path time final,3.10,ns
Hold Slack,0.405,ns
Syn. warnings,1,
core area,24500,µm²
clk latency late pin,0.35,ns
Top Layout Cells,"nor2_1, a21oi_1, nand2_1, dfrtp_1, edfxtp_1",
clock sinks,102,
cycle use final,0.704,
WL per Instance,16.3,µm
initial antenna violation count,0,
critical path endpoint category,register,
# rows,57,
number of CTS-inserted buffers,9,
Pins Over Slew Limit,0,
detailed-route DRC error count,0,
Yosys cell types,73,
dpl ws,1.30,ns
PortBufs,13,
CTS tree,done,
DR iter-0 viols,575,
DP HPWL,13.1,mm
asr flop ratio synth,0.520,
hold buffers post-CTS,0,
count of library flops with an enable pin,47,
most numerous logic cell after layout,nor2_1,
Highest Clock Rate,323,MHz
CTS clock-pin slew for the worst setup and hold paths,0.07,ns
Die X,161,µm
Post-CTS Setup Bufs,0,
Root Driver,clkbuf_16,
share of post-route cells with drive strength above 1,0.0603,
Routed Antenna Nets,0,
IO Pins,34,
CP max FO,12,
final wirelength,19.4,mm
Area Growth Syn to Fin,9.31,%
RSZ-0062 raised after global routing,no,
Lkg Pwr,3.13,nW
Tool Warnings,64,
Antenna diodes,0,
power per standard cell area,470,nW/µm²
final hold violations,0,
CTS resizes,0,
maximum clock insertion buffer count,2,
Die ar.,25900,µm²
Core Density at Floorplan,0.309,
GRT Overall Usage,0.156,
first-pass GRT wire length,31.9,mm
setup violators final,0,
ys flops,102,
GPL Wtd Cong,0.959,
Vias/cell,5.38,
Filler cells,2535,
Post-Synthesis Cell Area,7570,µm²
largest net degree at the start of global routing,67,
CP startpoint kind,register,
Hold Crit Class,in2async,
crit path DRT,4.47,ns
DP Area,7990,µm²
vias in the first global route,5911,
Worst Skew,0.00882,ns
GRT overflow,0,
-- flip-flops by register name, summed over array words and instances (netlist names), 2 cells and up --
signal	count
TIME	2
count	17
state	8
pitch	16
state_key	25
clock_data_t	4
count1	24
-- worst max-delay path, delay by kind of cell, from the launching register on --
family	cells	cell delay, ns
adder cells (fa/ha/maj)	2	0.91
buffers and inverters	2	0.40
AND-OR/OR-AND	5	1.06
flip-flops	1	0.45
-- metal layers --
metal	part of all wire	up-vias	wire, µm	global-route usage
met5	0	-	0	0
met4	0.036	0	690	0.0489
met3	0.056	45	1090	0.0208
met2	0.44	212	8460	0.227
met1	0.47	2996	9160	0.245
li1	-	3133	-	-
-- power by group --
group	internal (mW)	leakage [nW]	switching (mW)
combinational	0.697	1.83	1.08
clock	0.397	0.140	0.381
sequential	1.18	1.16	0.158
total	2.27	3.13	1.61
-- cells by family (layout without fill, tap and decap cells) --
family,Yosys count,after routing,share of synthesized area
buffers and inverters,94,81,0.0481
AOI/OAI and AO/OA,210,210,0.184
muxes,14,14,0.0248
DFF,102,102,0.367
adders and majority gates,41,41,0.0698
and+or+nand+nor,339,339,0.218
xor gates and xnor gates,76,76,0.0879
-- worst paths after layout --
path,from,endpoint,slack [ns],depth (start not counted)
max in group asynchronous,rst_n,state[2]$_DFFE_PN0P_,3.10,2
min in group clk0,count1[0]$_DFF_PN0_,count1[0]$_DFF_PN0_,0.45,1
hold / removal,rst_n,flag_en_2$_DFFE_PN0P_,0.41,1
setup / recovery,state[1]$_DFFE_PN0P_,pitch[13]$_DFFE_PN_,1.30,9
setup reg to reg,state[1]$_DFFE_PN0P_,pitch[13]$_DFFE_PN_,1.30,9
hold reg to reg,count1[0]$_DFF_PN0_,count1[0]$_DFF_PN0_,0.45,1
-- synthesized netlist by cell type (9+ instances only) --
cell type / number / share of area
nor2_1: 119 / 0.059
a21oi_1: 55 / 0.036
nand2_1: 54 / 0.027
dfrtp_1: 53 / 0.18
edfxtp_1: 47 / 0.19
nand3_1: 43 / 0.028
clkbuf_1: 42 / 0.021
o21ai_0: 40 / 0.026
ha_1: 39 / 0.064
xnor2_1: 39 / 0.045
inv_1: 37 / 0.018
xor2_1: 37 / 0.043
nor3_1: 23 / 0.015
nand2b_1: 20 / 0.017
nand4_1: 19 / 0.016
and3_1: 14 / 0.012
a31oi_1: 11 / 0.0091
buf_1: 10 / 0.0050
nor4_1: 9 / 0.0074
o22ai_1: 9 / 0.0074
-- layout make-up --
class                   count  area [µm²]  share of cell area
clock buffers               9         225              0.0272
clock inverters             7        62.6             0.00756
inverters                  38         143              0.0172
multi-input cells         680        4430               0.535
flip-flops and latches    102        2780               0.336
well taps                 324         405              0.0490
repair buffers             27         230              0.0278
-- through the flow --
stage | total power [mW] | util | instances
floorplan | 2.61 | - | 876
global placement | 3.09 | 0.326 | 1171
global route | 4.14 | 0.337 | 1187
finish | 3.89 | 0.337 | 1187
CTS | 3.87 | 0.337 | 1187
detailed placement | 3.08 | 0.326 | 1171
Power and IR drop assume default switching activity.
